[./config.mk]
export PLATFORM = sky130hd
export DESIGN_NAME = UART_RX
export DESIGN_NICKNAME = UART_RX
export VERILOG_FILES = /design/flow/design.v
export SDC_FILE = /design/flow/constraint.sdc
export NUM_CORES = 4
export LEC_CHECK = 1
export CORE_UTILIZATION = 30
[./constraint.sdc]
current_design UART_RX

set clk_period 5.0
set clk_io_pct 0.2

create_clock -name clk0 -period $clk_period [get_ports {clock}]

set non_clock_inputs [all_inputs -no_clocks]
set_input_delay [expr $clk_period * $clk_io_pct] -clock clk0 $non_clock_inputs
set_output_delay [expr $clk_period * $clk_io_pct] -clock clk0 [all_outputs]
[./design.v]
module UART_RX (
    input wire clock,
    input wire reset,
    input wire rx,
    output srclk,
    output rclk,
    output ser
);
reg [13:0] counter;
reg syncff0, syncff1;
reg rx_;
reg [1:0] state, next;
reg [7:0] rdat,value;
reg [2:0] data_cnt;
wire counter_end, start, start_end, data_end, stop_end, get_dat;
assign get_dat      = (counter == 52);  
assign counter_end  = (counter == 104);       
assign start_end    = (state == 2'b01) && counter_end;
assign data_end     = (state == 2'b10)  && counter_end && (data_cnt == 3'd7);
assign stop_end     = (state == 2'b11)  && counter_end;
always @(posedge clock or negedge reset) begin
    if (!reset) begin
        syncff0 <= 1'b1;
        syncff1 <= 1'b1;
    end else begin
        syncff0 <= rx;
        syncff1 <= syncff0;
    end
end
always @(posedge clock or negedge reset) begin
    if (!reset) rx_ <= 1'b1;
    else        rx_ <= syncff1;
end
assign start = ~syncff1 & rx_;   
always @(posedge clock or negedge reset) begin
    if (!reset) state <= 2'b00;
    else        state <= next;
end
always @(*) begin
    case (state)
        2'b00:  next = start      ? 2'b01 : 2'b00;
        2'b01: next = start_end  ? 2'b10  : 2'b01;
        2'b10:  next = data_end   ? 2'b11  : 2'b10;
        2'b11:  next = stop_end   ? 2'b00  : 2'b11;
        default:next = 2'b00;
    endcase
end
always @(posedge clock or negedge reset) begin
    if (!reset)
        counter <= 0;
    else if (state != 2'b00) begin
        if (counter_end)
            counter <= 0;
        else
            counter <= counter + 1;
    end
end
always @(posedge clock or negedge reset) begin
    if (!reset)
        data_cnt <= 0;
    else if ((state == 2'b10) && counter_end)
        data_cnt <= data_cnt + 1;
end
always @(posedge clock or negedge reset) begin
    if (!reset)
        rdat <= 8'b0;
    else if ((state == 2'b10) && get_dat)
        rdat <= {syncff1, rdat[7:1]};   
end
always @(posedge clock or negedge reset) begin
    if (!reset)
        value <= 8'b0;
    else if (stop_end)
        value <= rdat;
end
reg data_valid;
always @(posedge clock or negedge reset) begin
    if (!reset) begin
        data_valid <= 0;
    end else begin
        data_valid <= stop_end;
    end
end
    led_driver_4digit_595 led_display (
        .clk(clock),
        .reset(reset),
        .value(value ),
		  .data_valid(data_valid),
        .srclk(srclk),
        .rclk(rclk),
        .ser(ser)
    );
endmodule
module led_driver_4digit_595(
    input wire clk,
    input wire reset,
    input wire [7:0] value,
	 input data_valid,
    output reg srclk,
    output reg rclk,
    output reg ser
);
    reg [15:0] shift_data;
    reg [4:0] bit_cnt;
    reg [2:0] state;
    reg [7:0] seg_code;
    reg [7:0] digit_sel;
    reg [3:0] digit_val;
    reg [1:0] digit_index;
    reg [7:0] buffer[3:0];
    reg [1:0] count;
    reg enter_received;
    reg [3:0] digits[3:0];
    always @(posedge clk or negedge reset) begin
        if (!reset) begin
            count <= 0;
            enter_received <= 0;
            buffer[0] <= 0;
            buffer[1] <= 0;
            buffer[2] <= 0;
            buffer[3] <= 0;
            digits[0] <= 0;
            digits[1] <= 0;
            digits[2] <= 0;
            digits[3] <= 0;
        end else begin
            if (enter_received) begin
                digits[0] <= buffer[3];
                digits[1] <= buffer[2];
                digits[2] <= buffer[1];
                digits[3] <= buffer[0];
                count <= 0;
                enter_received <= 0;
            end else
			if (data_valid) begin	
				if (value == 8'd13) begin
                enter_received <= 1;
            end else if (value >= 8'd48 && value <= 8'd57) begin
                if (count < 4) begin
                    buffer[count] <= value - 8'd48;
                    count <= count + 1;
                end
            end
			end
        end
    end
    function [7:0] seg7;
        input [3:0] d;
        begin
            case (d)
                4'd0: seg7 = 8'b00111111;
                4'd1: seg7 = 8'b00000110;
                4'd2: seg7 = 8'b01011011;
                4'd3: seg7 = 8'b01001111;
                4'd4: seg7 = 8'b01100110;
                4'd5: seg7 = 8'b01101101;
                4'd6: seg7 = 8'b01111101;
                4'd7: seg7 = 8'b00000111;
                4'd8: seg7 = 8'b01111111;
                4'd9: seg7 = 8'b01101111;
                default: seg7 = 8'b00000000;
            endcase
        end
    endfunction
    localparam IDLE      = 3'd0,
               SHIFT_HI  = 3'd1,
               SHIFT_LO  = 3'd2,
               LATCH_HI  = 3'd3,
               LATCH_LO  = 3'd4;
    always @(posedge clk or negedge reset) begin
        if (!reset) begin
            srclk <= 0;
            rclk <= 0;
            ser <= 0;
            bit_cnt <= 0;
            digit_index <= 0;
            state <= IDLE;
        end else begin
            case (state)
                IDLE: begin
                    digit_val <= digits[digit_index];
                    case (digit_index)
                        2'd0: digit_sel <= 8'b11110111;
                        2'd1: digit_sel <= 8'b11111011;
                        2'd2: digit_sel <= 8'b11111101;
                        2'd3: digit_sel <= 8'b11111110;
                        default: digit_sel <= 8'b11111111;
                    endcase
                    seg_code <= seg7(digit_val);
                    shift_data <= {~seg_code, ~digit_sel};
                    bit_cnt <= 15;
                    state <= SHIFT_HI;
                end
                SHIFT_HI: begin
                    ser <= shift_data[bit_cnt];
                    srclk <= 1;
                    state <= SHIFT_LO;
                end
                SHIFT_LO: begin
                    srclk <= 0;
                    if (bit_cnt == 0)
                        state <= LATCH_HI;
                    else begin
                        bit_cnt <= bit_cnt - 1;
                        state <= SHIFT_HI;
                    end
                end
                LATCH_HI: begin
                    rclk <= 1;
                    state <= LATCH_LO;
                end
                LATCH_LO: begin
                    rclk <= 0;
                    digit_index <= (digit_index == 3) ? 0 : digit_index + 1;
                    state <= IDLE;
                end
            endcase
        end
    end
endmodule
[./run.sh]
#!/bin/bash
# OpenROAD 26Q1-2900-gdf79404cd8, Yosys 0.63+post, stock flow scripts
make -C /OpenROAD-flow-scripts/flow DESIGN_CONFIG=/design/flow/config.mk WORK_HOME=/design/flow/orfs finish
==> changes_impl.md <==
### Physical design

* Worst-path clk slew at 0.05 ns
* Highest routed metal layer: met4
* Initial cell density of the core at 0.309
* Netlist cell types at 46
* Vias/cell at 4.51
* Die H at 130 um
* Total CTS buffers at 17
* Hold Path Sink: syncff1
* Ys cells at 376
* Total congestion overflow at 0
* Cell Count, Final, Fillers Out at 622
* Unrepaired setup endpoints after global routing: no
* Synth area leader: dfrtp_1
* Hold Vio Cnt, Final at 0
* Pre-antenna DRT Iters at 4
* Crit path required time at 5.28 ns
* Final Setup Violations at 0
* Most used logic cell in the final layout: dfrtp_1
* Routed wl met3 at 271 um
* Synthesis area per yosys at 4930 um2
* Ant diodes at 0
* Max-slew violations at 0
* Post-synth EDFFs at 26
* Critical Path End Type: flip-flop
* Clock group share of total power at 0.511
* Initial antenna violation count at 0
* Core Box Area at 15,900 um2
* Clock Root Buffer: clkbuf_16
* Die W at 130 um
* Main flop type: dfrtp_1
* CTS Hold Buffers Added at 0
* Clock skew at 0.00904 ns
* Async SR Flop Fraction at 0.774
* Leakage Power at 2.61 nW
* Power per cell area at 396 nW/um2
* Ys Warns at 4
* GPL Wtd Cong at 0.745
* Combinational power share at 0.042
* RR Endpoint: value[7]
* First-pass GRT wire length at 13,800 um
* Min Tclk post-route at 2.36 ns
* CTS tree: yes
* Total wire length at 7740 um
* Crit path max fanout at 9
* CP arrival at 2.64 ns
* Peak VDD IR at 0.000245 V
* Fmax at 0.425 GHz
* Worst reg-to-reg path cell count at 6
* Tool warnings at 39
* Crit-path max cell delay at 0.46 ns
* Post-CTS setup buffer count at 0
* Row cnt at 46
* Status: complete, no violations
* # IOs at 6
* Type of the worst setup path: reg -> reg
* Setup TNS at 0 ns
* Post-layout period usage at 0.471
* Net Sw Power at 0.522 mW
* Crit path cell chain: inv_1 -> ha_1 -> nor4b_2 -> and4_1 -> and3_1 -> mux2_2
* Max-cap viol count at 0
* Post-Synthesis Cells at 376
* Hold_sp: syncff0
* Port Buffer Count at 5
* Initial DRC count at 127
* Clock Path Buffers at 2
* Relative slew slack at 0.463
* Share of the yosys chip area belonging to registers at 0.611
* Crit path max-delay cell type: and3_1
* Dpl hpwl at 5130 um
* P&R area growth vs syn at 18.0%
* R2r startpoint: counter[0]
* Cts repair resizes at 0
* DR vias at 2,805
* Sw frac at 0.227
* Worst-Skew Late Latency at 0.40 ns
* Reg2Reg Setup Slack at 2.64 ns
* Die footprint at 17,000 um2
* Wire length on met2 at 3750 um
* Top Layout Cells: dfrtp_1 (85), mux2_2 (46), inv_1 (34)
* Dominant cell area share at 0.431
* Internal power at 1.78 mW
* Startpoint Class: flip-flop
* Post-route ant nets at 0
* Top cells, area: dfrtp_1 (43%), edfxtp_1 (16%), mux2_2 (11%), ha_1 (5.3%), inv_1 (2.6%)
* WL met1 at 3630 um
* Worst Max-Slew Pin Slew at 0.806 ns
* Htree depth at 4
* Mapped cell area at 4930 um2
* Vias in the first global route at 2,961
* Yosys reg bits at 115
* Avg WL per Cell at 12.4 um
* Residual DRC count at 0
* Clock sinks at 115
* Total track usage at 0.105
* Share of layout cells above drive strength 1 at 0.222
* Largest net degree at the start of global routing at 53
* Sequential cell fraction of total power at 0.447
* Avg Synthesized Cell Area at 13.1 um2
* Worst min path class: reg -> reg
* Hold Path Stages at 0
* Placed insts at 590
logic make-up after synthesis:
| family | synth area share |
|---|---|
| fa+ha+maj | 0.0533 |
| xor+xnor | 0.0249 |
| buf+inv | 0.0345 |
| mux | 0.132 |
| compound gates | 0.0459 |
| simple gates | 0.0979 |
| flops | 0.611 |
Yosys cell counts, types with 6 or more instances:
master / n
o21ai_0: 14
inv_1: 34
ha_1: 21
mux2i_1: 9
clkbuf_1: 6
edfxtp_1: 26
nor2_1: 20
nand2b_1: 9
mux2_2: 46
xnor2_1: 8
nand2_1: 17
xor2_1: 6
nand3_1: 8
dfrtp_1: 85
worst max-delay path: cells and delay by family (launching register included):
kind | cells | cell delay [ns]
adder cells (fa/ha/maj) | 1 | 0.14
buffers and inverters | 1 | 0.09
flip-flops | 1 | 0.42
multiplexers | 1 | 0.39
AND/OR/NAND/NOR | 3 | 1.19
power groups by stage:
stage	combinational, mW	sequential (mW)	clock [mW]
finish	0.0973	1.03	1.18
CTS	0.0996	1.03	1.20
global route	0.115	1.04	1.24
routing by layer:
layer  GRT usage  vias to the layer above
met5           0                        -
met2       0.167                       31
met1       0.148                     1408
li1            -                     1358
met4      0.0171                        0
met3      0.0309                        8
worst max path at each step:
stage | startpoint | end | cells past startpoint
final | counter[0] | value[7] | 6
after CTS | counter[0] | value[7] | 6
after global routing | counter[0] | value[7] | 6
state kept, by name (all words and copies together), names as in the netlist, 5 cells and up:
name and flops:
led_display.state 5, counter 14, value 8, led_display.seg_code 7, rdat 8, led_display.digits 16
led_display.buffer 16, led_display.shift_data 11, led_display.bit_cnt 5
area by class of cell:
| cell class | count | area (um2) |
|---|---|---|
| clock buffers | 18 | 439 |
| clock inverters | 14 | 153 |
| fillers | 1488 | 10100 |
| inverters | 35 | 131 |
| multi-input cells | 217 | 1750 |
| flip-flops and latches | 115 | 3010 |
| well taps | 216 | 270 |
| repair buffers | 7 | 62.6 |
metrics by stage:
step	utilization	cell area (um2)	power (mW)	hold WS, ns	worst slack, ns
2_1_floorplan	-	4930	1.11	0.345	2.95
3_3_place_gp	0.328	5230	1.14	0.352	2.69
3_5_place_dp	0.328	5230	1.14	0.349	2.69
4_1_cts	0.365	5820	2.33	0.357	2.64
5_1_grt	0.365	5820	2.40	0.359	2.46
6_report	0.365	5820	2.30	0.356	2.64
No activity file was given, so power comes from the tool's default toggle rates.
